--- design/flow/config.mk ---
export PLATFORM = sky130hd
export DESIGN_NAME = spi_controller
export DESIGN_NICKNAME = spi_controller
export VERILOG_FILES = /design/flow/design.v
export SDC_FILE = /design/flow/constraint.sdc
export NUM_CORES = 4
export LEC_CHECK = 1
export CORE_AREA = 10 10 72 72
export DIE_AREA = 0 0 82 82
--- design/flow/constraint.sdc ---
current_design spi_controller

set clk_period 2.7
set clk_io_pct 0.2

create_clock -name clk0 -period $clk_period [get_ports {clk}]

set non_clock_inputs [all_inputs -no_clocks]
set_input_delay [expr $clk_period * $clk_io_pct] -clock clk0 $non_clock_inputs
set_output_delay [expr $clk_period * $clk_io_pct] -clock clk0 [all_outputs]
--- design/flow/design.v ---
`timescale 1ns / 1ps
module spi_controller(
	input  wire			      clk,	 
	input  wire			      rst,	 
	input  wire [2:0]		   mode,  
	input  wire 			   clear_request,	 
	input  wire					pipe,
	input  wire [15:0]	  	data_from_memory,
	input  wire [15:0]	  	data_from_user,	 
	input  wire 		  	   sdo_bit,		
	output wire			      clear,	 
	output reg			      latch,	 
	output wire			      sclk,		 
	output reg			      din,		 
	output wire               spi_pipe_clk
    );
wire [7:0] 	address_byte;
wire [23:0] full_command;
reg  [4:0] 	counter;				 
wire [4:0]	shift_counter_helper;	 
assign shift_counter_helper = ~counter + 5'd24;   
assign clear = clear_request; 								 
assign sclk = clk;											 
assign address_byte = (mode == 3'b001) ? 8'b00000001 		 
		    : (mode == 3'b010) ? 8'b00000010                 
		    : (mode == 3'b011) ? 8'b01010101                 
		    : (mode == 3'b100) ? 8'b01010110                 
		    : (mode == 3'b101) ? 8'b01010111                 
		    : (mode == 3'b110) ? 8'b01011000                 
            : (mode == 3'b111) ? 8'b01011001                 
		    : 8'b0;			
assign full_command = (mode == 3'b010) ?  {address_byte, 16'b0000000000000010}  
					: (mode == 3'b100) ?  {address_byte, 16'b0000000000000001}  
					: (mode == 3'b011) ?  {address_byte, 16'b0001000000000111}  
					: (mode == 3'b101) ?  {address_byte, 16'b0000000000000000}  
					: (mode == 3'b000) ?  {address_byte, 16'b0000000000000000}
					:  pipe ? {address_byte, data_from_memory} 
					: {address_byte, data_from_user};			 
assign spi_pipe_clk = (counter == 5'd29);
always @ (negedge clk) begin
	if(rst) begin
		counter <= 0;
	end else begin
		counter <= counter + 1;
	end
end
always @ (negedge clk) begin
	if(counter >= 5'd23) begin
        if(counter < 5'd29) begin
            latch <= 1'b1;
        end else begin
            latch <= 1'b0;
        end
    end else begin
        latch <= 1'b0;
    end
end
always @ (*) begin
	if(counter >= 5'd23) begin
		if(counter < 5'd24) begin
			din = (full_command >> shift_counter_helper) & 1'b1;
		end else if(counter < 5'd29) begin
			din = 1'b0;
		end else begin
			din = 1'b0;
		end
	end else begin
		din = (full_command >> shift_counter_helper) & 1'b1;
	end
end
endmodule
--- design/flow/run.sh ---
#!/bin/bash
# OpenROAD 26Q1-2900-gdf79404cd8, Yosys 0.63+post, stock flow scripts
make -C /OpenROAD-flow-scripts/flow DESIGN_CONFIG=/design/flow/config.mk WORK_HOME=/design/flow/orfs finish
==> Slide: Implementation Results <==
Synthesis and Place & Route Summary

Run status
  • Status: complete, but fails checks
  • Failing checks: negative setup slack

Min path
  • Hold path depth: 1
  • Hold Crit Class: register to register

Drt
  • Vias: 974
  • Diodes inserted: 0
  • Drt pass-1 iters: 2
  • Drt initial violations: 29
  • Drt wl/cell: 12.3 microns
  • Routed Antenna Nets: 0
  • DRC errors left: 0
  • Routed WL: 2710 microns
  • DR vias/cell: 4.43

Global route
  • Met2 Use GR: 0.131
  • Grt ovf: 0
  • Global-route wire length before repair: 4520 microns
  • Initial antenna violation count: 0
  • Largest net degree at the start of global routing: 12
  • Met3 usage: 0.0518
  • Vias in the first global route: 1077
  • Met1 usage: 0.0953
  • Busiest grt layer: met2
  • Total Routing Usage GR: 0.0834

Worst setup path
  • Critical path type: register to output pin
  • CP Capture Type: output pin
  • Crit path DRT: 2160 ps
  • Critical Path Start Type: register
  • Worst R2R Path Depth: 6
  • CP max FO: 6
  • Worst EP arrival: 3180 ps

Cells and area
  • Area Growth Syn to Fin: 97.3%
  • Dominant logic cell type in the layout: clkdlybuf4s50_1
  • Top cells excl fill/tap: clkdlybuf4s50_1, buf_4, nor2_1
  • Non-Filler Instances: 220
  • Layout cells sized above 1: 0.378

STA
  • Final Hold Vio Count: 0
  • Setup violators final: 2
  • Hold_ws: 556 ps
  • RSZ-0062 raised after global routing: true
  • Pins over their slew limit: 0
  • Setup TNS: -1550 ps
  • Worst setup margin: -1020 ps
  • Final setup skew: 12.1 ps
  • Slew margin rel.: 0.835
  • Slew @ Worst Pin: 245 ps

Place
  • Count of input and output buffers: 41
  • Dpl cells: 203
  • Place WS: -941 ps
  • GP Congestion: 0.907
  • DP Wirelength: 2150 microns

Clocking
  • Worst-path clk slew: 40 ps
  • TritonCTS clock tree: yes
  • Hold_buf cts: 0
  • Clk latency of the worst-skew pair: 410 ps

Floorplan
  • Die area: 6720 sq um
  • Initial core utilization: 0.229
  • Rows: 22
  • Placeable Area: 3690 sq um
  • I/O pins: 45
  • Die X: 82 microns
  • Die Y: 82 microns

Synthesis
  • Yosys Instances: 95
  • Synth warn: 1
  • Synth Seq Share: 0.142
  • Synthesized registers: 6
  • Dominant Register Cell: dfxtp_1
  • Syn avg cell area: 8.88 sq um
  • Ys async rst share: 0
  • Chip area in the Yosys report: 843 sq um
  • Mapped Cells: 95
  • Post-synth EDFFs: 0
  • Mapped cell area: 843 sq um
  • Synth cell types: 42

Flow run
  • Tool warnings: 32
  • Max_cap viols: 0

Power
  • Pwr dens: 365 nW/um^2
  • Peak supply drop: 0.000286 V
  • Final Power: 0.607 mW
  • Leakage power: 0.733 nW
final timing paths:
kind	start	to	slack [ps]
worst min register to register	counter[2]	latch	560
worst min-delay path	counter[2]	latch	560
worst max-delay path	counter[0]	din	-1020
worst max register to register	counter[0]	latch	1380
routing by layer:
metal,up-vias,share of wire
met4,0,0.0052
met2,30,0.50
met3,2,0.10
met1,432,0.39
met5,-,0
li1,510,-
power breakdown:
part | switching (mW) | internal (mW) | leakage, nW | total, mW
Clock | 0.0850 | 0.227 | 0.0790 | 0.312
Combinational | 0.0658 | 0.129 | 0.603 | 0.195
Sequential | 0.00681 | 0.0937 | 0.0511 | 0.100
state kept, by name, indices dropped and copies added (netlist names):
name and cells:
latch 1, counter 5
critical path, cell delays in order, from the launching register on:
cell and delay [ps]:
dfxtp_4 350, buf_6 130, or2_1 240, o22a_1 180, a21oi_2 150, o21ai_2 60
a32oi_1 190, buf_2 130
kinds of logic after synthesis:
group                    after synthesis  share of synthesized area
AND/OR/NAND/NOR                       30                      0.202
AND-OR/OR-AND                         25                      0.208
buffers and inverters                 16                      0.135
multiplexers                          10                      0.212
flip-flops                             6                      0.142
XOR/XNOR                               4                     0.0416
adder cells (fa/ha/maj)                4                     0.0593
cell type report:
cell class / instances / area (sq um)
fill: 361 / 2020
timing repair buffer: 75 / 672
multi-input combinational: 73 / 666
sequential: 6 / 130
clock buffer: 7 / 92.6
tap: 48 / 60.1
clock inverter: 6 / 22.5
inverter: 5 / 21.3
synthesized netlist by cell type (all sizes together), types with 2 or more instances:
| cell type | instances | area share |
|---|---|---|
| a21oi | 7 | 0.042 |
| a32oi | 2 | 0.021 |
| buf | 8 | 0.086 |
| clkbuf | 2 | 0.022 |
| dfxtp | 6 | 0.14 |
| ha | 4 | 0.059 |
| inv | 6 | 0.027 |
| mux2i | 4 | 0.047 |
| mux4 | 5 | 0.15 |
| nand2 | 6 | 0.027 |
| nand3 | 2 | 0.012 |
| nor2 | 10 | 0.045 |
| nor4 | 3 | 0.030 |
| o21ai | 4 | 0.024 |
| o221ai | 4 | 0.049 |
| xnor2 | 2 | 0.021 |
| xor2 | 2 | 0.021 |
repair_timing:
action,CTS,global route
endpoints found under the setup margin,3,3
gates resized,12,8
gates cloned,0,0
setup buffers,4,2
pin swaps,1,3
stage by stage:
stage | area [sq um] | util
after floorplan | 868 | -
after global placement | 1480 | 0.400
after detailed placement | 1480 | 0.400
after CTS | 1620 | 0.439
after global routing | 1660 | 0.451
final | 1660 | 0.451
Power is estimated from default activity; no workload was simulated.
